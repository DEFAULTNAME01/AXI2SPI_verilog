[flow/constraint.sdc]
current_design axi_interface

set clk_period 4.4
set clk_io_pct 0.2

create_clock -name clk0 -period $clk_period [get_ports {FCLK_CLK0}]

set non_clock_inputs [all_inputs -no_clocks]
set_input_delay [expr $clk_period * $clk_io_pct] -clock clk0 $non_clock_inputs
set_output_delay [expr $clk_period * $clk_io_pct] -clock clk0 [all_outputs]
[flow/run.sh]
#!/bin/bash
# OpenROAD 26Q1-2900-gdf79404cd8, Yosys 0.63+post, stock flow scripts
make -C /OpenROAD-flow-scripts/flow DESIGN_CONFIG=/design/flow/config.mk WORK_HOME=/design/flow/orfs finish
[flow/design.v]
`timescale 1ns / 1ps
module axi_interface(
    input   FCLK_CLK0,
    input   RST_N,
    output  reg [31:0] o_data_to_registers,
    output  reg        o_wr_controll_reg,   
    output  reg        o_wr_data_reg,       
    input   wire [31:0] i_controll_reg,
    input   wire [31:0] i_status_reg,
    input   wire [31:0] i_data_reg,
    input   [31:0]      AXI_araddr,     
    input   [2:0]       AXI_arprot,     
    output  [0:0]       AXI_arready,    
    input   [0:0]       AXI_arvalid,    
    input   [31:0]      AXI_awaddr,     
    input   [2:0]       AXI_awprot,     
    output  [0:0]       AXI_awready,    
    input   [0:0]       AXI_awvalid,    
    input   [0:0]       AXI_bready,     
    output  [1:0]       AXI_bresp,      
    output  [0:0]       AXI_bvalid,     
    output reg [31:0]   AXI_rdata,      
    input   [0:0]       AXI_rready,     
    output  [1:0]       AXI_rresp,      
    output reg [0:0]    AXI_rvalid,     
    input   [31:0]      AXI_wdata,      
    output  [0:0]       AXI_wready,     
    input   [3:0]       AXI_wstrb,      
    input   [0:0]       AXI_wvalid      
    );
wire clk;
assign reset = ~RST_N;
assign clk = FCLK_CLK0;
always @(*) begin
    o_data_to_registers = AXI_wdata[31:0];
end
always @(*) begin
    o_wr_data_reg = 1'b0;
    o_wr_controll_reg = 1'b0;
    if (AXI_awvalid[0] & AXI_wvalid[0]) begin
        if(AXI_awaddr[15:2] == 'h0)  
            o_wr_controll_reg = 1'b1;
        if(AXI_awaddr[15:2] == 'h2)  
            o_wr_data_reg = 1'b1;
    end
end
assign AXI_awready[0] = AXI_awvalid[0] & AXI_wvalid[0];    
assign AXI_wready[0]  = AXI_awvalid[0] & AXI_wvalid[0];    
assign AXI_bvalid[0]  = AXI_awvalid[0] & AXI_wvalid[0]; 	 
assign AXI_bresp = 2'h0;
always @(posedge clk) begin
    AXI_rdata <= 32'h0;
    if (AXI_arvalid[0]) begin
        if(AXI_araddr[15:2] == 'h0)
            AXI_rdata <= i_controll_reg;
        else if(AXI_araddr[15:2] == 'h1)
            AXI_rdata <= i_status_reg;
        else if(AXI_araddr[15:2] == 'h2)
            AXI_rdata <= i_data_reg;
        else
            AXI_rdata <= 32'hDEAD_BEEF;  
    end
end
always @(posedge clk) begin
    if(reset)
        AXI_rvalid[0] <= 1'b0;
    else if(AXI_arvalid)
        AXI_rvalid[0] <= 1'b1;
    else if(AXI_rready)
        AXI_rvalid[0] <= 1'b0;
end
assign AXI_arready[0] = AXI_arvalid[0];
assign AXI_rresp = 2'h0;
endmodule
[flow/config.mk]
export PLATFORM = sky130hd
export DESIGN_NAME = axi_interface
export DESIGN_NICKNAME = axi_interface
export VERILOG_FILES = /design/flow/design.v
export SDC_FILE = /design/flow/constraint.sdc
export NUM_CORES = 4
export LEC_CHECK = 1
export CORE_AREA = 10 10 117 117
export DIE_AREA = 0 0 127 127
==> flow_metrics.tcl <==
# collected from the flow reports
set metrics [dict create \
    synth_cells 223 \
    first_iter_violations 37 \
    grt_max_degree 44 \
    dpl_worst_slack_ns 1.05 \
    busiest_layer "met2" \
    wl_per_cell_um 18.0 \
    grt_pass1_vias 2325 \
    stdcell_count 491 \
    power_uw 869 \
    fin_area_mm2 0.00385 \
    cp_max_fo 2 \
    synth_top_area_share_pct 29.2 \
    post-cts-setup-buffers 0 \
    clockBufferDepth 2 \
    gr-total-overflow 0 \
    seq_area_frac_synth_pct 29.2 \
    die_x_um 127 \
    place_area_mm2 0.00372 \
    htreeDepth 2 \
    worstSetupPathType "in -> out" \
    critPathRequiredTime_ns 3.52 \
    fin_crit_sh_pct 75.8 \
    edf_count 0 \
    yosysWarnings 2 \
    synthFlopType "dfxtp_1" \
    common_cells "buf_4 (39), dfxtp_1 (33), or3_1 (24)" \
    startpoint_type "input pin" \
    hp-class "reg -> reg" \
    cts-buffers-inserted 5 \
    logic_area_mm2 0.00116 \
    antenna_left 0 \
    final_core_util_pct 34.0 \
    use_met1_pct 11.7 \
    drv_slew 0 \
    track_usage_pct 10.2 \
    path_clk_slew_ns 0.05 \
    fp_util_pct 20.0 \
    pin_count 284 \
    place_inst 485 \
    slew_headroom_pct 65.8 \
    root_buffer "clkbuf_16" \
    ys_cells 223 \
    max_cap_violations 0 \
    cts_hold_buf 0 \
    viasPerCell 4.35 \
    drive_above_1_share_pct 16.4 \
    async_reset_ff_share_pct 0 \
    finalWorstSetupSlack_ns 1.06 \
    power.density_mw_per_mm2 226 \
    num_vias 2135 \
    use_met3_pct 4.41 \
    fillers 1165 \
    avgSynthCellArea_um2 10.1 \
    regArea_um2 661 \
    use_met2_pct 17.6 \
    tritoncts "built" \
    clkSinkCount 33 \
    worstMarginPinSlew_ns 0.510 \
    whs_ns 0.593 \
    outcome "finished clean" \
    ys_area_mm2 0.00226 \
    n_antenna_cell 0 \
    crit_arrival_ns 2.46 \
    vdd_ir_drop_max_v 0.000104 \
    largest_area_cell "dfxtp_1" \
    synth_cell_types 30 \
    max_freq_ghz 0.300 \
    clock_skew_ns 0 \
    yosysMostFrequentCell "buf_4" \
    p_leak_nw 1.38 \
    routed_wl_mm 8.86 \
    fin_setup_tns_ns 0 \
    num_rows 39 \
    antenna_found_initial 0 \
    synthTopCellsByArea "dfxtp_1 (29%), o221ai_2 (13%), buf_4 (13%), a21boi_2 (10%), or3_1 (6.6%)" \
    ys.flops 33 \
    ctsResizeCount 0 \
    drcViolationCount 0 \
    dp_hpwl_mm 7.13 \
    cp-end-kind "output pin" \
    core_area_mm2 0.0113 \
    period_needed_ns 3.34 \
    rsz0062_at_grt "no" \
    worst_skew_pair.late_latency_ns 0.27 \
    die_h_um 127 \
    area.growth.synth_to_final_pct 70.1 \
    die-area_mm2 0.0161 \
    grt_pass1_wl_mm 13.1 \
    gp_congestion 0.774 \
    portBuffers 168 \
    warnings 72 \
    syn_area_mm2 0.00226 \
    hold_viol_final 0 \
    dr.pass1.iters 4 \
    reg2regPathDepth 2 \
    min_path_cells 2 \
    finalSetupViolations 0 \
]
## placed cells by master, fill, tap and decap left out, drive strengths merged, types with 2 or more instances in the layout
cell / count
clkbuf: 5
o21ai: 8
nor2: 4
and3b: 16
conb: 4
clkdlybuf4s50: 168
nand2b: 2
nor4: 5
or3: 24
buf: 5
dfxtp: 33
nand2: 8
a21oi: 8
a21boi: 24
o221ai: 24
nand4: 2
## state kept, by name (all words and copies together), names as in the netlist
register	count
AXI_rvalid	1
AXI_rdata	32
## cells by family (layout without fill, tap and decap cells)
kind of cell           count (synthesis)  after routing  share of synthesized area [%]
buffers and inverters                 58            180                           20.2
flip-flops                            33             33                           29.2
AND-OR/OR-AND                         65             65                           30.1
AND/OR/NAND/NOR                       66             66                           20.3
other                                  1              4                          0.166
## routing by layer
| metal | wire length, um | up-vias |
|---|---|---|
| met3 | 977 | 14 |
| met2 | 4310 | 118 |
| met4 | 124 | 0 |
| met5 | 0 | - |
| li1 | - | 1032 |
| met1 | 3450 | 971 |
## worst max-delay path, cell delays in order
cell and delay [ns]:
clkdlybuf4s50_1 0.47, nor4bb_1 0.28, nand4_1 0.21, nor2_1 0.13
clkdlybuf4s50_1 0.48
## layout make-up
type                       instances  area share [%]
timing repair buffer             173            44.7
multi-input combinational        135            30.1
sequential                        33            17.2
tap                              143            4.65
clock buffer                       5            3.25
clock inverter                     1           0.130
inverter                           1          0.0975
## where the power goes
group,internal (mW),total [mW],switching [mW],leakage (nW)
Combinational,0.161,0.231,0.0700,1.03
Sequential,0.311,0.314,0.00298,0.275
Clock,0.202,0.324,0.122,0.0655
## path summary, 6_finish.rpt
kind	from	to	slack, ns
max	AXI_wvalid[0]	o_wr_data_reg	1.06
min	AXI_rvalid	AXI_rvalid	0.59
max reg2reg	AXI_rvalid	AXI_rvalid	3.71
min reg2reg	AXI_rvalid	AXI_rvalid	0.59
Power and IR drop assume default switching activity.
